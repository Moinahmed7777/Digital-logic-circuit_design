==> /design/flow/design.v <==
module alu( input [31:0] A,B,
            input [3:0] ALU_S,
            output[31:0] Y,
            output Zero,
            output Carryout
          );
  reg [31:0] ALU_result;
  reg Z;
  wire [32:0] temp;
  assign Y=ALU_result;
  assign Zero= Z;
  assign temp= {1'b0,A} + {1'b0,B};
  assign Carryout = temp[32];
  always @(*) begin
    case(ALU_S)
      4'b0000:
        ALU_result =A - B;
      4'b0001:
        ALU_result =A - B;
      4'b0010:
        ALU_result =A + B;
      4'b0011:
        ALU_result =A & B;
      4'b0100:
        ALU_result =A ^ B;
      default: ALU_result= A - B;
    endcase
    if (Y==0)
      Z =1;
    else
      Z =0;
  end
endmodule
==> /design/flow/run.sh <==
#!/bin/bash
# OpenROAD 26Q1-2900-gdf79404cd8, Yosys 0.63+post, stock flow scripts
make -C /OpenROAD-flow-scripts/flow DESIGN_CONFIG=/design/flow/config.mk WORK_HOME=/design/flow/orfs finish
==> /design/flow/config.mk <==
export PLATFORM = sky130hd
export DESIGN_NAME = alu
export DESIGN_NICKNAME = alu
export VERILOG_FILES = /design/flow/design.v
export SDC_FILE = /design/flow/constraint.sdc
export NUM_CORES = 4
export LEC_CHECK = 1
export CORE_UTILIZATION = 30
==> /design/flow/constraint.sdc <==
current_design alu

set clk_period 20.2
set clk_io_pct 0.2

create_clock -name clk0 -period $clk_period

set non_clock_inputs [all_inputs -no_clocks]
set_input_delay [expr $clk_period * $clk_io_pct] -clock clk0 $non_clock_inputs
set_output_delay [expr $clk_period * $clk_io_pct] -clock clk0 [all_outputs]
==> results.py <==
# Generated from Yosys and OpenROAD reports
metrics = {
    "worst_setup_path": {
        "path_delay_family": "simple AND/OR/NAND/NOR gates",
        "crit_path_start_kind": "input pin",
        "cp_num_buf_inv": 2,
        "critical_path_class": "input pin to output port",
        "cp-startpoint": "B[10]",
        "crit_chain": "clkdlybuf4s50_1, or4_1, nor3_1, nor3b_1, nor2_1, xnor2_1, ha_1, nand2_1, nor3_1, a221o_1, a211oi_1, xor2_1, o21ai_0, or4_1, nor4_2, nand4bb_1, nor4b_2, o2111a_1, clkdlybuf4s50_1",
        "endpoint_kind": "output port",
        "crit_slowest_cell": "nor3b_1",
        "required_ns": 16.16,
        "cp_num_cells": 19,
        "worstPathArrival_ns": 9.87,
        "critPathMaxFanout": 8,
        "cpPeakStageDelay_ns": 0.73,
    },
    "timing": {
        "slew_viol_final": 0,
        "fin_crit_ns": 13.91,
        "tightestPinTransition_ns": 0.851,
        "hold_viol": 0,
        "hold_ws_ns": 9.27,
        "fmax_mhz": 71.9,
        "rsz0062_at_grt": "no",
        "relSlewSlack": 0.432,
        "fin_crit_sh": 0.689,
        "setup_viol": 0,
        "tns_ns": 0,
    },
    "yosys": {
        "most_common_cell": "ha_1",
        "synth.distinct_cells": 64,
        "avgSynthCellArea_um2": 7.21,
        "yosys_area_um2": 3670,
        "ys_cells": 509,
        "ys_warn_count": 1,
        "topCellsByArea": "ha_1 23%, xnor2_1 7.9%, a21oi_1 5.9%, a22oi_1 5.7%, xor2_1 5.3%",
        "synth_area_um2": 3670,
        "ys_seq_share": 0,
        "top_cell_area_share": 0.232,
        "syn_inst": 509,
        "ys_top_cells_by_count": "68 x ha_1, 43 x a21oi_1, 36 x nand2_1, 33 x o21ai_0, 33 x xnor2_1",
        "largest_area_cell": "ha_1",
    },
    "detailed_routing": {
        "vias": 4292,
        "routedWlPerCell_um": 17.8,
        "first_pass_iters": 5,
        "antenna_cells": 0,
        "drt_wl_total_um": 13200,
        "drc": 0,
        "first_iter_violations": 288,
        "route.antenna.remaining_nets": 0,
        "vias_per_cell": 5.78,
    },
    "worst_hold_path": {
        "hold_class": "input pin to output port",
        "min_path_cells": 4,
        "min_from": "A[0]",
    },
    "die": {
        "fp-row-count": 40,
        "io_pins": 102,
        "chipHeight_um": 113,
        "die_area_um2": 12700,
        "fp_util": 0.307,
        "die_w_um": 113,
        "core_area_um2": 12000,
    },
    "grt": {
        "grt_pass1_wl_um": 21200,
        "antenna_found_initial": 0,
        "grt_pass1_vias": 4057,
        "globalRouteTotalUtil": 0.209,
        "grt_remaining_overflow": 0,
        "grt_start_max_net_pins": 34,
    },
    "placement": {
        "place_inst": 742,
        "dp_hpwl_um": 10900,
        "place.gp.congestion": 0.947,
        "io_buffer_count": 102,
    },
    "job": {
        "drv_cap": 0,
        "warning_count": 37,
    },
    "power_and_ir_drop": {
        "leakagePower_nw": 1.95,
        "power_switching_mw": 0.0846,
        "p_sw_frac": 0.483,
        "comb_power_share": 1.000,
        "peakVddDrop_mv": 0.0122,
        "seqPwrFrac": 0,
        "p_int_mw": 0.0906,
        "cellPowerDensity_nw_per_um2": 36.3,
        "pwr-share-clk": 0,
    },
    "cts": {
        "cts_resized": 0,
        "ctsHoldBuffers": 0,
        "postCtsSetupRepairBufs": 0,
    },
    "cells_and_area": {
        "stdcell_count": 742,
        "nFillCells": 1226,
        "nClkBuffers": 0,
        "nFlopsAndLatches": 0,
        "flop_area_um2": 0,
        "drive_gt1_frac": 0.0252,
        "area_growth_pct": 31.4,
    },
    "run_status": {
        "status": "finished, final reports clean",
    },
}
==> routing by layer <==
layer  vias to the layer above  track usage  wire [µm]
met4                         0       0.0133         38
li1                       2157            -          -
met2                       150        0.341       5980
met1                      1981        0.309       6450
met3                         4       0.0220        719
met5                         -            0          0
==> logic make-up (layout without fill, tap and decap cells) <==
kind of cell / after synthesis / in the layout / synth area share
xor gates and xnor gates: 55 / 55 / 0.131
adders and majority gates: 69 / 69 / 0.237
and+or+nand+nor: 147 / 147 / 0.222
AOI/OAI and AO/OA: 201 / 201 / 0.363
muxes: 2 / 2 / 0.00682
buffers and inverters: 35 / 121 / 0.0392
==> cells in the final DEF (no fill, tap or decap), types with 4 or more instances in the layout <==
master / synthesis / final
ha_1: 68 / 68
nand4_1: 13 / 13
xnor2_1: 33 / 33
o31ai_1: 11 / 11
a22oi_1: 28 / 28
nor2_1: 30 / 30
o21ai_1: 5 / 5
a31oi_1: 9 / 9
a211oi_1: 4 / 4
o21ai_0: 33 / 33
o21a_1: 10 / 10
nor2b_1: 5 / 5
o211ai_1: 4 / 4
nand2_1: 36 / 36
or4_1: 6 / 6
inv_1: 15 / 15
nand3_1: 9 / 9
or3_1: 8 / 8
nor3_1: 13 / 13
xor2_1: 22 / 22
buf_4: 1 / 4
clkdlybuf4s50_1: 0 / 102
a21o_1: 25 / 25
a21oi_1: 43 / 43
==> worst min-delay path, delay by kind of cell <==
kind	cells	cell delay, ns
multiplexers	1	0.15
buffers and inverters	2	0.91
adder cells (fa/ha/maj)	1	0.12
==> final timing paths <==
| kind | slack [ns] | endpoint |
|---|---|---|
| worst min-delay path | 9.27 | Y[0] |
| worst max-delay path | 6.29 | Zero |
==> metrics by stage <==
step / power [mW] / cell area [µm²] / setup WS, ns / utilization
2_1_floorplan: 0.0933 / 3670 / 8.01 / -
3_3_place_gp: 0.174 / 4820 / 6.40 / 0.403
3_5_place_dp: 0.173 / 4820 / 6.36 / 0.403
4_1_cts: 0.174 / 4820 / 6.33 / 0.403
5_1_grt: 0.193 / 4820 / 5.91 / 0.403
6_report: 0.175 / 4820 / 6.29 / 0.403
==> power groups by stage <==
stage     combinational, mW  clock [mW]  sequential [mW]
4_1_cts               0.174           0                0
6_report              0.175           0                0
5_1_grt               0.193           0                0
==> cell type report <==
class	instances	area, µm²	area share
multi-input cells	474	3530	0.732
repair buffers	106	1050	0.218
well taps	147	184	0.0381
inverters	15	56.3	0.0117
Power figures rest on the tool's default switching activity, not on a simulated workload.
