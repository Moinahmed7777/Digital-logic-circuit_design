--- flow/design.v ---
module fulladder (
  input A,
  input B,
  input Cin,
  output Sum,
  output Cout
);
assign Sum = A ^ B ^ Cin;
assign Cout = (A & B) | (A & Cin) | (B & Cin);
endmodule
module rippleC_Nbit
  #( parameter N = 8)
  (input [N-1:0] A,
  input [N-1:0] B,
  input Cin,
  output [N-1:0] Sum,
  output Cout
  );
  wire [N:0] w;
  assign w[0] = Cin;
  assign Cout = w[N];
  genvar i;
    generate
    for(i = 0; i < N; i = i + 1)
    begin : FULL_ADDER
    fulladder U (.A(A[i]), .B(B[i]), .Cin(w[i]), .Sum(Sum[i]), .Cout(w[i+1]));
    end
    endgenerate
endmodule
--- flow/run.sh ---
#!/bin/bash
# OpenROAD 26Q1-2900-gdf79404cd8, Yosys 0.63+post, stock flow scripts
make -C /OpenROAD-flow-scripts/flow DESIGN_CONFIG=/design/flow/config.mk WORK_HOME=/design/flow/orfs finish
--- flow/config.mk ---
export PLATFORM = sky130hd
export DESIGN_NAME = rippleC_Nbit
export DESIGN_NICKNAME = rippleC_Nbit
export VERILOG_FILES = /design/flow/design.v
export SDC_FILE = /design/flow/constraint.sdc
export NUM_CORES = 4
export LEC_CHECK = 1
export CORE_AREA = 10 10 70 70
export DIE_AREA = 0 0 80 80
--- flow/constraint.sdc ---
current_design rippleC_Nbit

set clk_period 2.9
set clk_io_pct 0.2

create_clock -name clk0 -period $clk_period

set non_clock_inputs [all_inputs -no_clocks]
set_input_delay [expr $clk_period * $clk_io_pct] -clock clk0 $non_clock_inputs
set_output_delay [expr $clk_period * $clk_io_pct] -clock clk0 [all_outputs]
==> flow_summary.yaml <==
# implementation run metrics
outcome:
  status: "finished, violations left"
  violations: "setup timing"
sta:
  max_freq_mhz: 236
  rsz0062_at_grt: "yes"
  slew_viol_final: 0
  setup_viol: 5
  fin_setup_tns_ns: -4.41
  fin_crit_sh: 1.46
  worst_pin_slew_ns: 0.114
  layout_setup_ws_ns: -1.35
  fin_crit_ns: 4.25
  relSlewSlack: 0.924
  hold_viol_final: 0
  hold-worst-slack_ns: 1.89
finish:
  area_delta_synth_final_pct: 109
  flop_area_um2: 0
  flop-count: 0
  nClkBuffers: 0
  drive_above_1_share: 0.545
place:
  numPortBuffers: 26
  gp_congestion: 0.842
  dpl.hpwl_um: 742
routing:
  totalWireLength_um: 738
  drc: 0
  detail-route-antenna-nets: 0
  n_antenna_cell: 0
  via_per_inst: 2.40
  num_vias: 216
  wl_per_cell_um: 8.20
  dr.pass1.iters: 2
  drt_iter0_drc: 1
die:
  die_w_um: 80
  rows: 21
  fp.dieArea_um2: 6400
  initCoreUtil: 0.0755
  core-area_um2: 3420
  ios: 26
  die.size.y_um: 80
setup_path:
  end_kind: "primary output"
  path_class: "input port to primary output"
  critPathArrivalTime_ns: 3.67
  crit_path_start_kind: "input port"
  required_ns: 2.32
  critPathMaxFanout: 1
yosys:
  ys_area_um2: 258
  synth_warnings: 0
  syn_avg_cell_area_um2: 9.91
  netlist_area_um2: 258
  synth.distinct_cells: 3
  ys_seq_share: 0
  synth_stat.cells: 26
  post_synth_inst_count: 26
grt:
  grt_pass1_wl_um: 1170
  grtUsageTotal: 0.0231
  grt_max_degree: 2
  grt-ovfl-total: 0
  grt_pass1_vias: 251
  antenna_found_initial: 0
pwr:
  p_leak_nw: 0.224
  powerDensity_nw_per_um2: 168
  vdd_ir_drop_max_mv: 0.0625
run:
  maxCapViolations: 0
  warnings: 35
hold_path:
  whs_path_depth: 4
  hp-class: "input port to primary output"
==> synthesized netlist by cell type, drive strengths merged <==
master,n,share of area
inv,10,0.15
buf,8,0.23
fa,8,0.62
==> kinds of logic after synthesis <==
group / Yosys count / share of synthesized area
buffers and inverters: 18 / 0.379
adder cells (fa/ha/maj): 8 / 0.621
==> final timing paths <==
check     end  slack, ns  start
min    Sum[2]       1.89   B[1]
max    Sum[7]      -1.35   A[0]
==> power by group <==
group / internal [W] / switching, W
sequential: 0 / 0
combinational: 0.0000609 / 0.0000295
clock: 0 / 0
==> metal layers <==
metal / vias to the layer above / global-route usage / wire, µm
li1: 96 / - / -
met1: 96 / 0.0293 / 308
met2: 24 / 0.0273 / 204
met3: 0 / 0.0250 / 225
met4: 0 / 0 / 0
met5: - / 0 / 0
==> cells in the final DEF, fill, tap and decap left out <==
cell type | netlist | routed
inv_4 | 0 | 1
dlymetal6s2s_1 | 0 | 1
clkdlybuf4s50_1 | 0 | 14
buf_6 | 0 | 3
buf_2 | 0 | 5
buf_8 | 0 | 1
dlygate4sd2_1 | 0 | 2
fa_2 | 0 | 8
inv_2 | 0 | 4
inv_1 | 10 | 3
clkinv_4 | 0 | 1
inv_12 | 0 | 1
==> worst max-delay path, cell delays in order <==
cell and delay [ns]:
buf_8 0.11, inv_12 0.04, fa_2 0.18, inv_2 0.04, fa_2 0.34, fa_2 0.39, fa_2 0.35, fa_2 0.34
fa_2 0.34, fa_2 0.34, inv_2 0.06, fa_2 0.42, inv_2 0.05, buf_2 0.09
==> layout make-up <==
class                      instances  area (µm²)
fill                             391        2880
inverter                          10        57.6
multi-input combinational          8         180
tap                               46        57.6
timing repair buffer              26         244
==> stage by stage <==
stage,cell area (µm²),util,total power (W),setup slack (ns),cells
2_1_floorplan,297,-,0.0000534,-1.13,26
6_report,539,0.158,0.0000904,-1.35,90
5_1_grt,539,0.158,0.000105,-1.46,90
4_1_cts,528,0.155,0.0000896,-1.47,90
3_3_place_gp,551,0.161,0.000104,-2.19,90
3_5_place_dp,551,0.161,0.000104,-2.21,90
==> repair_timing <==
item | CTS | global route
setup buffers | 0 | 0
gates resized | 40 | 6
endpoints found under the setup margin | 8 | 7
hold buffers | 0 | 0
pin swaps | 8 | 8
Power figures rest on the tool's default switching activity, not on a simulated workload.
